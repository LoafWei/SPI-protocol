`./run.sh`:
```
#!/bin/bash
# OpenROAD 26Q1-2900-gdf79404cd8, Yosys 0.63+post, stock flow scripts
make -C /OpenROAD-flow-scripts/flow DESIGN_CONFIG=/design/flow/config.mk WORK_HOME=/design/flow/orfs finish
```
`./config.mk`:
```
export PLATFORM = sky130hd
export DESIGN_NAME = spi_master_tx
export DESIGN_NICKNAME = spi_master_tx
export VERILOG_FILES = /design/flow/design.v
export SDC_FILE = /design/flow/constraint.sdc
export NUM_CORES = 4
export LEC_CHECK = 1
export CORE_AREA = 10 10 113 113
export DIE_AREA = 0 0 123 123
```
`./constraint.sdc`:
```
current_design spi_master_tx

set clk_period 4.2
set clk_io_pct 0.2

create_clock -name clk0 -period $clk_period [get_ports {sysclk_p}]

set non_clock_inputs [all_inputs -no_clocks]
set_input_delay [expr $clk_period * $clk_io_pct] -clock clk0 $non_clock_inputs
set_output_delay [expr $clk_period * $clk_io_pct] -clock clk0 [all_outputs]
```
`./design.v`:
```
module spi_master#
(
parameter CLK_DIV = 100,
parameter CPOL = 1'b0,
parameter CPHA = 1'b0
)
(
input clk,
input rst_n,
input spi_tx_req_i,
input [7:0] spi_tx_data_i,
output spi_mosi_o,
output spi_sclk_o,
output spi_busy_o,
output reg	[7:0] LED
);
localparam [9:0] SPI_DIV  = CLK_DIV;  
localparam [9:0] SPI_DIV1  = SPI_DIV/2;  
reg [9:0] clk_div = 10'd0;
reg spi_en = 1'b0;
reg spi_clk = 1'b0;
reg [3:0] tx_cnt = 4'd0;
reg [7:0] spi_tx_data_r = 8'd0;
wire clk_end;
wire clk_en1;  
wire clk_en2;  
reg spi_strobe_en;
wire spi_strobe;  
assign clk_en1 = (clk_div == SPI_DIV1);  
assign clk_en2 = (clk_div == SPI_DIV);   
assign clk_end = (clk_div == SPI_DIV1)&&(tx_cnt==4'd8);
assign spi_strobe = CPHA ? clk_en1&spi_strobe_en : clk_en2&spi_strobe_en;
assign spi_sclk_o = (CPOL == 1'b1) ? ~spi_clk : spi_clk;
assign spi_mosi_o = spi_tx_data_r[7];
assign spi_busy_o = spi_en;
always @(posedge clk) begin
  if(spi_en == 1'b0)
    clk_div <= 10'd0;
  else if(clk_div < SPI_DIV)
    clk_div <= clk_div + 1'b1;
  else 
    clk_div <= 0;
end
always @(posedge clk) begin
  if(spi_en == 1'b0)
    spi_clk <= 1'b0;
  else if(clk_en2)  
    spi_clk <= 1'b0;
  else if(clk_en1&&(tx_cnt<4'd8))  
    spi_clk <= 1'b1;
end
always @(posedge clk) begin
  if(rst_n == 1'b0)
    spi_strobe_en <= 1'b0;
  else if(tx_cnt < 4'd8) begin
    if(clk_en1) spi_strobe_en <= 1'b1;
  end
  else
    spi_strobe_en <= 1'b0;
end
always @(posedge clk)begin
  if(rst_n == 1'b0 || (spi_en == 1'b0))
    tx_cnt <= 4'd0;
  else if(clk_en1)
    tx_cnt <= tx_cnt + 1'b1;
end
always @(posedge clk) begin
  if(rst_n == 1'b0 || clk_end) begin
    spi_en <= 1'b0;
    spi_tx_data_r <= 8'h00;
  end  
  else if(spi_tx_req_i&&(spi_en == 1'b0)) begin  
    spi_en <= 1'b1;
    spi_tx_data_r <= spi_tx_data_i;
  end
  else if(spi_en) begin
    spi_tx_data_r[7:0] <= (spi_strobe) ? {spi_tx_data_r[6:0], 1'b1} : spi_tx_data_r;
  end
end 
always @(posedge clk) begin
  if(rst_n== 1'b0)
    LED <= 0;
  else if(tx_data == 8'd255)
    LED <= LED + 1;
  else
    LED <= LED;
end
endmodule 
module spi_master_tx#
(
parameter CLK_DIV = 6
)
(
input sysclk_p,
input rst_n,
output spi_sclk_o,
input spi_sclk_i,
output spi_mosi_o,
input spi_mosi_i,
output [7:0] LED
);
wire spi_busy;
reg spi_tx_req;
reg [7:0] spi_tx_data;
reg [1:0] M_S;
reg spi_ss_i;
wire spi_rxvalid;
wire[7:0] spi_rdata;
reg[10:0] delay_cnt;
wire delay_done;
assign delay_done=delay_cnt[10];
always @(posedge sysclk_p or negedge rst_n)begin
  if(!rst_n)
    delay_cnt <= 0;
  else if(delay_cnt[10] == 1'b0)
    delay_cnt <= delay_cnt + 1'b1;
  else
    delay_cnt <= 0;
end
always @(posedge sysclk_p) begin
  if(rst_n==1'b0) begin
    spi_ss_i <= 1'b1;
    spi_tx_req <= 1'b0;
    spi_tx_data <= 8'd0;
    M_S <= 2'd0;
  end
  else begin
    case(M_S)
    0:if(delay_done&&(!spi_busy)) begin   
      spi_ss_i <= 1'b1;
      M_S <= 2'd1;
    end
    1:if(delay_done&&(!spi_busy)) begin  
        spi_ss_i <= 1'b0;
        M_S <= 2'd2;
      end
    2:if (delay_done && (!spi_busy)) begin
        spi_tx_req <= 1'b1;
		  spi_tx_data <= spi_tx_data + 1'b1;
		  if(spi_tx_data == 8'd255)
		    spi_tx_data <= 0;
		  M_S <= 2'd3;
      end
    3:if (spi_busy) begin
        spi_tx_req <= 1'b0;
        M_S <= 2'd0;
      end
    default:M_S <= 2'd0;
    endcase
  end
end
spi_master#
(
.CLK_DIV(CLK_DIV),
.CPOL(1'b0),
.CPHA(1'b0)
)
spi_tx_inst(
.clk(sysclk_p),
.rst_n(rst_n),
.spi_mosi_o(spi_mosi_o),
.spi_sclk_o(spi_sclk_o),
.spi_tx_req_i(spi_tx_req),
.spi_tx_data_i(spi_tx_data),
.spi_busy_o(spi_busy),
.LED(LED)
);
spi_slave#
(
.BITS_LEN(8),
.CPOL(1'b0),
.CPHA(1'b0)
)
spi_rx_inst(
.clk(sysclk_p),
.rst_n(rst_n),
.spi_clk(spi_sclk_i),
.spi_mosi(spi_mosi_i),
.spi_ss(spi_ss_i),
.spi_rdata(spi_rdata),
.spi_rxvalid(spi_rxvalid)
);
endmodule
`timescale 1ns/1ns
module spi_slave#
(
parameter BITS_LEN = 8,
parameter CPOL = 1'b0,
parameter CPHA = 1'b0
)
(
input clk,
input rst_n,
input spi_clk,
input spi_mosi,
input spi_ss,
output spi_miso,
output spi_rxvalid,
output [BITS_LEN-1'b1:0] spi_rdata,
output o_clk,
output reg [7:0] LED
);
reg spi_cap = 1'b0;
reg shift_en = 1'b0;
reg [3:0] spi_clk_r = 4'b0;
reg [2:0] spi_bit_cnt = 3'b0;
reg [BITS_LEN-1'b1:0] spi_rx_r;
reg [BITS_LEN-1'b1:0] spi_tx_r;
reg [3:0] spi_ss_r = 4'b0;
wire spi_rx_en;
wire spi_clkp;
wire spi_clkn;
assign spi_rdata = spi_rx_r;
assign spi_rxvalid = (spi_bit_cnt == BITS_LEN);
assign spi_clkp = spi_clk_r[3:2] == 2'b01;
assign spi_clkn = spi_clk_r[3:2] == 2'b10;
assign spi_rx_en = (~spi_ss_r[3]);
always @(posedge clk or negedge rst_n) begin
  if(rst_n == 1'b0)
    spi_clk_r <= 4'd0;
  else
    spi_clk_r <= {spi_clk_r[2:0], spi_clk};
end
always @(posedge clk or negedge rst_n) begin
  if(rst_n == 1'b0)
    spi_ss_r <= 4'd0;
  else
    spi_ss_r <= {spi_ss_r[2:0], spi_ss};
end
always @(*) begin
  if(CPHA) begin
    if(CPOL) spi_cap = spi_clkp;  
    else spi_cap = spi_clkn;   
  end
  else begin
    if(CPOL) spi_cap = spi_clkn;  
    else spi_cap = spi_clkp;   
  end
end
always @(*) begin
  if(CPHA) begin
    if(CPOL) shift_en = spi_clkn;  
    else shift_en = spi_clkp;   
  end
  else begin
    if(CPOL) shift_en = spi_clkp;  
    else shift_en = spi_clkn;   
  end
end
always @(posedge clk) begin
  if(spi_rx_en&&spi_cap&&(spi_bit_cnt < BITS_LEN)) begin
    spi_bit_cnt <= spi_bit_cnt + 1'b1;
  end
  else if(spi_rx_en==0||spi_bit_cnt == BITS_LEN) begin
    spi_bit_cnt <= 0;
  end
end
always @(posedge clk or negedge rst_n) begin
  if(rst_n == 1'b0)
    spi_rx_r <= BITS_LEN-1'b0;
  else if(spi_rx_en&&spi_cap) begin
    spi_rx_r <= {spi_rx_r[BITS_LEN-2:0], spi_mosi};
  end
  else if(spi_rx_en == 1'b0) begin
    spi_rx_r <= 8'b0;
  end
  else
    spi_rx_r <= spi_rx_r;
end
always @(posedge shift_en or negedge rst_n) begin
  if(rst_n == 1'b0)
    spi_tx_r <= BITS_LEN-1'd0;
  else if(spi_rx_en)
    spi_tx_r <= spi_rx_r;
  else if(spi_rx_en && shift_en)
    spi_tx_r <= {spi_tx_r[BITS_LEN-2:0], 1'b0};
  else
    spi_tx_r <= spi_tx_r;
end
assign spi_miso = spi_rx_en ? spi_tx_r[BITS_LEN-1]:1'bz;
endmodule
```
==> reports/results.tsv <==
stage	metric	value	unit
cells_and_area	fin cells	373	
final_timing	setup TNS	0	ns
final_timing	fin crit share	49.9	%
min_path	Worst Hold Depth	1	
yosys	Cell Type Count	45	
min_path	worst hold path type	register to register	
global_routing	vias in the first global route	1331	
critical_path	crit path kind	input pin to register	
pwr	Max VDD drop	0.137	mV
cells_and_area	Layout area overhead	13.0	%
yosys	Mapped Cells	225	
critical_path	WP depth	5	
critical_path	worst-path cell with the longest stage delay	or4_1	
clocking	Root Driver	clkbuf_8	
critical_path	worst r2r path cells	3	
pwr	pwr dens	335	mW/mm^2
flow_run	max-cap violations	0	
yosys	Post-Syn Area	0.00214	sq mm
floorplan	die width	123	microns
yosys	Synth flops	49	
final_timing	final hold vios	0	
clocking	Num CTS Buffers	5	
critical_path	CP Max Fanout	25	
yosys	Chip Area, Yosys	0.00214	sq mm
place	GPL Wtd Cong	0.755	
critical_path	crit-path leading delay family	simple AND/OR/NAND/NOR gates	
cells_and_area	final core utilization	23.4	%
yosys	yosys cell count	225	
clocking	Worst-path clk slew	0.08	ns
routing	TritonRoute pass-1 iters	4	
routing	Post-route DRC	0	
flow_run	tool warnings	29	
critical_path	worst setup path start	rst_n	
critical_path	Max stage delay on crit path	0.53	ns
yosys	yosys warns	5	
outcome	status	finished, final reports clean	
clocking	CTS H-tree depth	2	
yosys	Synth top area share	35.5	%
final_timing	Clock Skew	0.00618	ns
routing	diodes inserted	0	
critical_path	CP Capture Type	register	
global_routing	global-route wire length before repair	6050	microns
clocking	post-cts hold buffer count	0	
critical_path	most used cell, CP	nand2_1	
floorplan	Row Count	37	
final_timing	RSZ-0062 raised after global routing	no	
clocking	clock latency on the worst-skew pair	0.30	ns
routing	Vias/cell	3.93	
routing	post-detailed-routing wire length	3410	microns
yosys	area leader, netlist	dfxtp_1	
critical_path	crit path DAT	2.34	ns
critical_path	critical path endpoint	spi_tx_inst.tx_cnt[3]	
yosys	Synth top cells by count	38 x dfxtp_1, 30 x nor2_1, 20 x nand2_1	
critical_path	worst endpoint required time	4.45	ns
critical_path	r2r startpoint	delay_cnt[10]	
yosys	average size of a mapped cell	9.51	sq um
global_routing	largest net degree at the start of global routing	26	
yosys	Post-synth EDFFs	0	
pwr	Leak	0.913	nW
clocking	clock tree sinks	49	
floorplan	core footprint	0.0103	sq mm
final_timing	fin crit period	2.10	ns
global_routing	Total Routing Usage GR	4.64	%
final_timing	Finish-stage setup viols	0	
final_timing	Slew @ Worst Pin	0.718	ns
global_routing	antenna violations before repair	0	
yosys	Cell area leaders	dfxtp_1 36%, dfrtp_1 13%, nor2_1 5.3%	
floorplan	DIE AREA	0.0151	sq mm
yosys	ys async rst share	22.4	%
final_timing	Slew Limit Fails	0	
routing	DRT iter0 DRCs	88	
place	DP Wirelength	2340	microns
clocking	post-CTS setup buffer count	0	
critical_path	Worst setup SP type	input pin	
final_timing	Slew HR	51.5	%
cells_and_area	layout cells sized above 1	6.75	%
yosys	top-count cell post-synth	dfxtp_1	
routing	drt wl/cell	9.15	microns
yosys	sequential-to-total area share from yosys stat	48.4	%
floorplan	I/O Pins	14	
routing	vias	1466	
place	# port buffers	3	
clocking	Max Root-Sink Buffers	2	
global_routing	grt ovf	0	
routing	DRT antenna net count	0	
clocking	post_cts resized	0	
final_timing	fmax	477	MHz
floorplan	chip height	123	microns
critical_path	cells along the critical path	clkdlybuf4s50_1, buf_4, nand2_1, or4_1, nand2_1	
critical_path	Reg-to-Reg End	spi_tx_data[2]	
place	placed cell count	365	
clocking	TritonCTS clock tree	done	
yosys	Commonest flop	dfxtp_1	
floorplan	Initial Util	20.7	%
critical_path	flop-to-flop setup slack	2.23	ns
critical_path	crit path buf inv count	2	
## area by class of cell
class	count	area, sq um
clock buffers	6	72.6
clock inverters	2	35.0
fillers	1083	7910
inverters	9	33.8
multi-input cells	167	1030
flip-flops and latches	49	1040
well taps	136	170
repair buffers	4	37.5
## worst min path at each step
stage	start	to
4_1_cts	spi_tx_inst.clk_div[0]	spi_tx_inst.clk_div[0]
5_1_grt	spi_tx_inst.clk_div[0]	spi_tx_inst.clk_div[0]
6_report	spi_tx_inst.clk_div[0]	spi_tx_inst.clk_div[0]
## metrics by stage
step	total power, W	hold WS [ns]	worst slack (ns)	instance area (sq um)
finish	0.000811	0.449	2.10	2420
global route	0.000845	0.474	2.01	2420
CTS	0.000822	0.453	2.08	2420
detailed placement	0.000495	0.436	1.78	2310
global placement	0.000494	0.430	1.78	2310
floorplan	0.000493	0.417	2.63	2190
## state kept, by name, indices dropped and copies added (netlist names)
name,flops
M_S,4
spi_tx_inst.spi_tx_data_r,8
spi_tx_req,1
spi_tx_data,8
delay_cnt,11
spi_tx_inst.spi_en,1
spi_tx_inst.tx_cnt,4
spi_tx_inst.spi_strobe_en,1
spi_tx_inst.spi_clk,1
spi_tx_inst.clk_div,10
## logic make-up (layout without fill, tap and decap cells)
kind of cell,count (synthesis),in the layout,synth area share (%)
xor+xnor,13,13,5.32
fa+ha+maj,6,6,3.51
compound gates,35,35,11.9
flops,49,49,48.4
buf+inv,23,21,5.79
simple gates,94,94,23.0
mux,4,4,1.87
other cells,1,15,0.175
## report_power, final
part | internal [W] | switching, W
clock | 0.000177 | 0.000150
sequential | 0.000469 | 0.00000209
combinational | 0.00000357 | 0.00000848
total | 0.000650 | 0.000161
## routing by layer
layer	routed length (microns)	global-route usage (%)	vias up
met4	29	0.655	0
met5	0	0	-
met3	113	1.30	4
met2	1500	7.06	12
li1	-	-	771
met1	1770	6.61	679
## placed cells by master, fill, tap and decap left out, types with 7 or more instances in the layout
master	instances
nand2_1	20
nor2_1	30
inv_1	9
conb_1	15
xnor2_1	8
and2_1	7
o21ai_0	13
dfxtp_1	38
nand3_1	8
dfrtp_1	11
No activity file was given, so power comes from the tool's default toggle rates.
